## config.mk

```make
export PLATFORM = sky130hd
export DESIGN_NAME = fifo
export DESIGN_NICKNAME = fifo
export VERILOG_FILES = /design/flow/design.v
export SDC_FILE = /design/flow/constraint.sdc
export NUM_CORES = 4
export LEC_CHECK = 1
export CORE_UTILIZATION = 40
```

## constraint.sdc

```tcl
current_design fifo

set clk_period 23.0
set clk_io_pct 0.2

create_clock -name clk0 -period $clk_period [get_ports {clk}]

set non_clock_inputs [all_inputs -no_clocks]
set_input_delay [expr $clk_period * $clk_io_pct] -clock clk0 $non_clock_inputs
set_output_delay [expr $clk_period * $clk_io_pct] -clock clk0 [all_outputs]
```

## design.v

```verilog
module fifo
  #(
  parameter DEPTH=8,
  parameter BITS=64
  )
  (
  input clk,rst_n,en,
  input [BITS-1:0] d,
  output [BITS-1:0] q
  );
reg [BITS-1:0] fiforeg [0:DEPTH-1];
wire [BITS-1:0] fifo_in [0:DEPTH-1];
reg [DEPTH-1:0] st; 
wire [DEPTH-1:0] sel, st_shift, nxtst;
wire full;
assign fifo_in[0] = d;
assign q = full ? fiforeg[DEPTH-1] : 0;
assign st_shift = {1'b1, st[DEPTH-1:1]};
assign nxtst = en&(~full) ? st_shift : st;
assign full = &st;
assign sel = {DEPTH{en}} & ((st^st_shift) | {DEPTH{full}});
always @(posedge clk) begin
  if (!rst_n)
		st <= 0;
	else
		st <= nxtst;
end
genvar i;
generate
	for (i = 1; i < DEPTH; i = i + 1)
		assign fifo_in[i] = full ? fiforeg[i-1] : d;
endgenerate
genvar x;
generate
for (x = 0; x < DEPTH; x = x + 1) begin
	always @(posedge clk) begin
		if (!rst_n)
			fiforeg[x] <= 0;
		else
			fiforeg[x] <= (sel[x] ? fifo_in[x] : fiforeg[x]);
	end
end	
endgenerate
endmodule  
```

## run.sh

```bash
#!/bin/bash
# OpenROAD 26Q1-2900-gdf79404cd8, Yosys 0.63+post, stock flow scripts
make -C /OpenROAD-flow-scripts/flow DESIGN_CONFIG=/design/flow/config.mk WORK_HOME=/design/flow/orfs finish
```

==> impl_metrics.tcl <==
# implementation run metrics
set metrics [dict create \
    crit_type "register to output pin" \
    holdWs_ns 0.460 \
    cts_tree "done" \
    avgSynthCellArea_um2 9.93 \
    fin_worst_skew_ns 0.0147 \
    initCoreUtil 0.409 \
    rsz0062_at_grt "no" \
    crit_path_max_fanout 129 \
    top_cell_area_share 0.529 \
    clockRootBuffer "clkbuf_16" \
    slowest_stage "buf_4" \
    antenna_found_initial 0 \
    syn_inst 1983 \
    drtIter0Drc 1162 \
    max_stage_delay_ns 0.52 \
    end_kind "output pin" \
    flop_cell "dfxtp_1" \
    yosys_area_um2 19700 \
    cp_top_family "buffers and inverters" \
    crit_required_ns 18.40 \
    top_cell "dfxtp_1" \
    grt.total_usage 0.236 \
    cts_setup_buffers 0 \
    path_buffers 3 \
    warnings 31 \
    h-tree-depth 2 \
    synthArstFlopShare 0 \
    hold_viol 0 \
    fin_crit_sh 0.352 \
    cts.path.max_buffers 3 \
    first_global_vias 15295 \
    wl_per_cell_um 21.2 \
    cts.sinks 520 \
    gp_congestion 0.807 \
    ys_cells 1983 \
    edf_count 0 \
    vias_per_cell 5.86 \
    timing.slew.headroom 0.421 \
    die_width_um 224 \
    crit_chain "ha_1 -> and4_4 -> buf_4 -> buf_12 -> and2_1 -> clkdlybuf4s50_1" \
    first_pass_iters 5 \
    core_um2 48100 \
    tns_ns 0 \
    grt_max_degree 149 \
    common_cells "dfxtp_1, a221o_1, nor2_1" \
    area_leaders "dfxtp_1, a221o_1, o2bb2ai_1, a21oi_1, nor2_1" \
    port-buffer-count 130 \
    start_kind "register" \
    max_freq_mhz 123 \
    ys_ff 520 \
    powerDensity_nw_per_um2 83.4 \
    totalWireLength_um 57300 \
    netlist_area_um2 19700 \
    ir_drop_mv 0.0517 \
    area_growth_pct 16.1 \
    synth_cell_type_count 22 \
    power_w 0.00190 \
    final_util 0.475 \
    grt_pass1_wl_um 89600 \
    drc_errors 0 \
    status "complete, no violations" \
    hpwl_um 30600 \
    hold_class "register to register" \
    arrival_ns 3.50 \
    cts_inserted_buffers 52 \
    clk_pin_slew_ns 0.06 \
    top_area_cell "dfxtp_1" \
    fp-row-count 80 \
    die_h_um 224 \
    worstMarginPinSlew_ns 0.869 \
    fin_ws_ns 14.90 \
    ctsHoldBuffers 0 \
    layout-drive-gt1-share 0.0659 \
    chip_area_um2 50100 \
    drv_cap 0 \
    ant_nets 0 \
    ys_seq_frac 0.529 \
    io_pins 131 \
    post_cts_resized 0 \
    yosysWarningCount 2 \
    setup_viol 0 \
    dp_slack_ns 15.35 \
    overflow 0 \
    via_count 15863 \
    drv_slew 0 \
    clkLatencyLatePin_ns 0.59 \
    p_leak_nw 8.26 \
    layout_min_cycle_time_ns 8.10 \
]
## report_power, final
part / internal (W) / total (W) / switching (W)
combinational: 0.0000367 / 0.000105 / 0.0000686
sequential: 0.000920 / 0.000931 / 0.0000115
clock: 0.000518 / 0.000868 / 0.000351
total: 0.00147 / 0.00190 / 0.000431
## per-layer routing
layer | share of wire | vias to the layer above | track usage
li1 | - | 7482 | -
met5 | 0 | - | 0
met4 | 0.023 | 0 | 0.0526
met1 | 0.47 | 7779 | 0.359
met2 | 0.45 | 520 | 0.357
met3 | 0.065 | 82 | 0.0475
## registers in the layout, indices dropped and copies added, names as in the netlist
name	count
st	8
fiforeg	512
## through the flow
stage | area, um2 | cells
floorplan | 19700 | 1983
CTS | 22900 | 2705
detailed placement | 21100 | 2614
global route | 22900 | 2705
global placement | 21100 | 2614
finish | 22900 | 2706
## worst paths after layout
| path | startpoint | end | slack, ns | cells after the start |
|---|---|---|---|---|
| worst max-delay path | st[2]$_SDFFE_PN0P_ | q[35] | 14.90 | 6 |
| worst min-delay path | fiforeg[5][13]$_SDFFE_PN0P_ | fiforeg[5][13]$_SDFFE_PN0P_ | 0.46 | 1 |
| worst max register to register | st[2]$_SDFFE_PN0P_ | fiforeg[6][32]$_SDFFE_PN0P_ | 19.71 | 7 |
| worst min register to register | fiforeg[5][13]$_SDFFE_PN0P_ | fiforeg[5][13]$_SDFFE_PN0P_ | 0.46 | 1 |
## cell families (layout without fill, tap and decap cells)
logic type,Yosys count,count (layout),synth area share
other cells,0,1,0
compound gates,723,723,0.287
simple gates,543,543,0.126
buf+inv,190,256,0.0538
flops,520,520,0.529
xor+xnor,3,3,0.00134
fa+ha+maj,4,4,0.00254
## cells in the final DEF (no fill, tap or decap)
cell	count
a21oi_1	192
nand4_2	1
nand2_1	80
o21ai_4	4
clkbuf_16	53
buf_4	34
and2_4	1
and2_2	6
o21ai_0	70
diode_2	1
clkbuf_1	9
o2bb2ai_1	192
xor2_1	3
nand3_1	64
clkdlybuf4s50_1	129
clkinv_2	9
bufinv_16	5
ha_1	4
and2_1	130
nor2_1	256
nand3_2	3
a21boi_4	1
a21boi_0	7
a221o_1	256
and4_4	1
nand3b_1	1
clkbuf_8	13
buf_12	2
o21a_1	1
clkinvlp_4	2
dfxtp_1	520
## layout make-up
| cell class | count | area (um2) |
|---|---|---|
| multi-input cells | 1273 | 8290 |
| diodes | 1 | 2.50 |
| flip-flops and latches | 520 | 10400 |
| fillers | 4310 | 25300 |
| clock inverters | 16 | 210 |
| clock buffers | 75 | 1540 |
| repair buffers | 165 | 1590 |
| well taps | 656 | 821 |
