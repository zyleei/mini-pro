### flow/design.v
module tpumac
 #(parameter BITS_AB=8,
   parameter BITS_C=16)
  (
   input clk, rst_n, WrEn, en,
   input signed [BITS_AB-1:0] Ain,
   input signed [BITS_AB-1:0] Bin,
   input signed [BITS_C-1:0] Cin,
   output reg signed [BITS_AB-1:0] Aout,
   output reg signed [BITS_AB-1:0] Bout,
   output reg signed [BITS_C-1:0] Cout
  );
wire [15:0] sum, cnxt;
always @(posedge clk) begin
  if (!rst_n) begin
    Aout <= 0;
    Bout <= 0;
  end
  else if (en) begin
    Aout <= Ain;
    Bout <= Bin;
  end
end
assign sum = Ain * Bin + Cout;
assign cnxt = WrEn ? Cin : sum;
always @(posedge clk) begin
  if (!rst_n)
    Cout <= 0;
  else if (en)
    Cout <= cnxt;
end
endmodule
### flow/run.sh
#!/bin/bash
# OpenROAD 26Q1-2900-gdf79404cd8, Yosys 0.63+post, stock flow scripts
make -C /OpenROAD-flow-scripts/flow DESIGN_CONFIG=/design/flow/config.mk WORK_HOME=/design/flow/orfs finish
### flow/config.mk
export PLATFORM = sky130hd
export DESIGN_NAME = tpumac
export DESIGN_NICKNAME = tpumac
export VERILOG_FILES = /design/flow/design.v
export SDC_FILE = /design/flow/constraint.sdc
export NUM_CORES = 4
export LEC_CHECK = 1
export CORE_UTILIZATION = 50
### flow/constraint.sdc
current_design tpumac

set clk_period 5.7
set clk_io_pct 0.2

create_clock -name clk0 -period $clk_period [get_ports {clk}]

set non_clock_inputs [all_inputs -no_clocks]
set_input_delay [expr $clk_period * $clk_io_pct] -clock clk0 $non_clock_inputs
set_output_delay [expr $clk_period * $clk_io_pct] -clock clk0 [all_outputs]
==> CHANGELOG.md <==
### Physical design

* Run status: complete, no violations
* Total wirelength of the detailed-routed design at 9098 microns
* Final number of max-transition violations at 0
* Total cell area reported by yosys after synthesis at 0.004209 sq mm
* Required @ worst endpoint at 5880 ps
* Area of the placeable core at 0.008175 sq mm
* Worst Hold End: Aout[4]
* Internal power at 1.732 mW
* Number of warning messages in the yosys log at 1
* Netlist area before placement at 0.004209 sq mm
* Iteration-0 DRC count of the detailed router at 72
* Yosys cell count at 429
* Final Critical Period at 5495 ps
* XORs/XNORs by Area at 4.162%
* Flip-flop and latch count after synthesis at 32
* Kind of launch point of the worst setup path: primary input
* Top Metal Used: met4
* # Max-Cap Violations at 0
* Clk pwr share at 6.2%
* Drt pass-1 iters at 4
* Buffer type at the clock tree root: sky130_fd_sc_hd__clkbuf_8
* Type of the worst min-delay path: flop to flop
* Peak supply drop at 1.105 mV
* I/O pin count at 68
* Hold slack at 517.1 ps
* Antenna violations before repair at 0
* HPWL after detailed placement at 7598 microns
* Synthesized-area fraction occupied by and/or/nand/nor cells at 13.47%
* Post-synthesis share of cell area spent on and-or and or-and gates at 8.769%
* Sequential share of the synthesized area at 15.22%
* Yosys top cell by instances: sky130_fd_sc_hd__inv_1
* Total number of warnings across the stage logs at 27
* Post-DRT Antenna Nets at 0
* Finish-stage setup viols at 0
* Initial cell density of the core at 51.48%
* Gate Count Post-Synth at 429
* Asr flop ratio synth at 0%
* Net switching power figure at 1.332 mW
* Critical Path AT at 5680 ps
* Cell area after layout at 0.005532 sq mm
* Cell Rows at 33
* First-pass GRT wire length at 15400 microns
* Sum of met3 wire segment lengths after detailed routing at 364 microns
* Most common reg cell: sky130_fd_sc_hd__dfxtp_1
* Post-placement cell area at 0.005369 sq mm
* Final cell count without fillers at 650
* Clock latency at the later pin of the worst-skew pair at 290 ps
* Setup Buffers After CTS at 0
* Power per Cell Area at 554.0 mW/mm^2
* Proportion of total power due to net switching at 43.48%
* Clock sink total at 32
* Netlist cell types at 42
* Startpoint of the worst hold path: Aout[4]
* Inserted Clock Buffers at 5
* Per-instance average area after synthesis at 9.811 sq um
* Die area at 0.008789 sq mm
* Length of routed met2 wiring at 4407 microns
* Total Neg Setup Slack at 0 ps
* Port Buffer Count at 67
* Overall Power at 3.065 mW
* Global-route usage over all layers at 23.91%
* Share of total power in combinational logic at 83.7%
* Flip-flops with a built-in enable at 0
* Setup clock skew after layout at 13.26 ps
* Routed wire per std cell at 14.00 microns
* CP Capture Type: flop
* Fraction of power consumed by sequential logic at 10.0%
* Reg-to-reg critical path startpoint: Cout[4]
* Fraction of layout instances using a drive strength above 1 at 13.76%
* Slew of the pin with the lowest slew margin at 573.0 ps
* Largest fanout of any net on the critical path at 4
* Number of cells on the worst hold path at 2
* R2R cell count at 17
* Final period util at 96.40%
* Residual overflow from global routing at 0
* Number of global-route vias before repair at 3169
* Reg-to-reg critical path endpoint: Cout[12]
* Area growth from synthesis to final layout at 31.42%
* Remaining max-slew budget at the tightest pin at 61.80%
* Met1 layer wirelength in the final routing at 4220 microns
* Longest Clk Path Bufs at 2
* Final-report hold violation count at 0
* Deepest level of the CTS H-tree at 2
* Maximum number of pins on one net before global-route repair at 49
* Placed Cells at 642
* Vias per cell at 4.894
* Number of DRC violations after detailed routing at 0
* Post-Synth Adder-Cell Area at 44.77%
* Worst Path Class, Setup: primary input to flop
* Proportion of synthesized area in mux cells at 5.707%
* # fillers at 679
* Max Clock Freq at 0.1820 GHz
* Leakage power figure at 2.780 nW
* Main area contributors: sky130_fd_sc_hd__fa_1 34%, sky130_fd_sc_hd__dfxtp_1 15%, sky130_fd_sc_hd__ha_1 11%, sky130_fd_sc_hd__inv_1 6.4%, sky130_fd_sc_hd__mux2i_1 5.7%
* Largest family of logic cells by area: adder cells
* Final weighted congestion in routability-driven placement at 0.8692
* Post-synth top area cell: sky130_fd_sc_hd__fa_1
* Diode insertion count for antenna repair at 0
* Total number of vias at 3181
* CTS tree: yes
* R2R setup slack at 1070 ps
* Horizontal extent of the die at 93.75 microns
* Vertical die dimension at 93.75 microns
* Synth cell count leaders: 72 x sky130_fd_sc_hd__inv_1, 71 x sky130_fd_sc_hd__fa_1, 37 x sky130_fd_sc_hd__ha_1, 37 x sky130_fd_sc_hd__nand2_1
* Clock transition at the register clock pins on the worst setup and hold paths after CTS at 80 ps
* Yosys top cell area share at 33.77%
[cell usage in the layout (no fill, tap or decap), types with 3 or more instances in the layout]
master,count
sky130_fd_sc_hd__nand3b_1,3
sky130_fd_sc_hd__clkbuf_8,6
sky130_fd_sc_hd__a21oi_1,10
sky130_fd_sc_hd__a21o_1,3
sky130_fd_sc_hd__and2_1,30
sky130_fd_sc_hd__nor2_1,11
sky130_fd_sc_hd__xor2_1,4
sky130_fd_sc_hd__nand2_1,37
sky130_fd_sc_hd__nor2b_1,18
sky130_fd_sc_hd__o211ai_1,4
sky130_fd_sc_hd__buf_4,56
sky130_fd_sc_hd__o21ai_0,5
sky130_fd_sc_hd__dfxtp_1,32
sky130_fd_sc_hd__fa_1,71
sky130_fd_sc_hd__xnor2_1,16
sky130_fd_sc_hd__inv_1,72
sky130_fd_sc_hd__dlymetal6s2s_1,9
sky130_fd_sc_hd__clkdlybuf4s50_1,56
sky130_fd_sc_hd__ha_1,34
sky130_fd_sc_hd__ha_4,3
sky130_fd_sc_hd__o211a_1,7
sky130_fd_sc_hd__mux2i_1,24
[power groups by stage]
| stage | Combinational [mW] | Clock, mW | Sequential, mW |
|---|---|---|---|
| 6_report | 2.57 | 0.192 | 0.307 |
| 4_1_cts | 2.51 | 0.200 | 0.309 |
| 5_1_grt | 2.91 | 0.210 | 0.312 |
[stage by stage]
step | utilization (%) | setup slack [ps]
after floorplan | - | 89.48
after global placement | 65.67 | -288.3
after detailed placement | 65.67 | -366.4
after CTS | 66.76 | 7.554
after global routing | 67.66 | -8.565
final | 67.66 | 205.1
[repair_timing]
action                                  4_1_cts  5_1_grt
pin swaps                                     0        1
resized                                       1       16
endpoints found under the setup margin        2        5
hold buffers                                  0        0
[state kept, by name (all words and copies together) (netlist names)]
register / count
Aout: 8
Bout: 8
Cout: 16
[logic make-up after synthesis]
| family | Yosys count |
|---|---|
| compound gates | 48 |
| fa+ha+maj | 108 |
| flops | 32 |
| xor+xnor | 20 |
| simple gates | 109 |
| buf+inv | 88 |
| mux | 24 |
[area by class of cell]
cell class	instances	area (sq um)	share of cell area, %
sequential	32	640.6	11.58
tap	105	131.4	2.375
timing repair buffer	123	1107	20.02
clock buffer	8	90.09	1.629
multi-input combinational	309	3288	59.44
inverter	73	274.0	4.954
[layer usage]
metal / up-vias / GRT usage [%]
met4: 0 / 2.564
met1: 1519 / 38.45
met5: - / 0
li1: 1588 / -
met2: 67 / 37.96
met3: 7 / 2.963
[worst max-delay path: stages]
cell and delay, ps:
sky130_fd_sc_hd__clkdlybuf4s50_1 540, sky130_fd_sc_hd__buf_4 130, sky130_fd_sc_hd__nand2_1 50, sky130_fd_sc_hd__fa_1 480, sky130_fd_sc_hd__inv_1 50, sky130_fd_sc_hd__fa_1 450
sky130_fd_sc_hd__ha_1 330, sky130_fd_sc_hd__fa_1 490, sky130_fd_sc_hd__ha_1 350, sky130_fd_sc_hd__fa_1 470, sky130_fd_sc_hd__a21o_1 190, sky130_fd_sc_hd__a21o_4 220
sky130_fd_sc_hd__a2111oi_4 360, sky130_fd_sc_hd__o31a_1 200, sky130_fd_sc_hd__xor2_1 150, sky130_fd_sc_hd__o21ai_1 70
[worst max-delay path by stage]
stage,from,endpoint,slack [ps],depth (start not counted)
6_report,Ain[5],Cout[12],210,16
5_1_grt,Bin[1],Cout[12],-9,18
4_1_cts,Bin[0],Cout[13],8,16
No activity file was given, so power comes from the tool's default toggle rates.
